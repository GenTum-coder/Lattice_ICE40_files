==> ./design.v <==
module counter #(
        parameter N = 32           
  )(
        input wire clk,
        output wire [7:0] leds
);
reg [N-1:0] cont;
reg rstn = 0;
always @(posedge clk)
  rstn <= 1;
always @(posedge clk)
  if (!rstn)
    cont <= 0;
  else
    cont <= cont + 1;
assign leds = cont[N-1: N-9];
endmodule
==> ./run.sh <==
#!/bin/bash
# OpenROAD 26Q1-2900-gdf79404cd8, Yosys 0.63+post, stock flow scripts
make -C /OpenROAD-flow-scripts/flow DESIGN_CONFIG=/design/flow/config.mk WORK_HOME=/design/flow/orfs finish
==> ./config.mk <==
export PLATFORM = sky130hd
export DESIGN_NAME = counter
export DESIGN_NICKNAME = counter
export VERILOG_FILES = /design/flow/design.v
export SDC_FILE = /design/flow/constraint.sdc
export NUM_CORES = 4
export LEC_CHECK = 1
export CORE_AREA = 10 10 104 104
export DIE_AREA = 0 0 114 114
==> ./constraint.sdc <==
current_design counter

set clk_period 4.1
set clk_io_pct 0.2

create_clock -name clk0 -period $clk_period [get_ports {clk}]

set non_clock_inputs [all_inputs -no_clocks]
set_input_delay [expr $clk_period * $clk_io_pct] -clock clk0 $non_clock_inputs
set_output_delay [expr $clk_period * $clk_io_pct] -clock clk0 [all_outputs]
==> run notes <==
impl run done, here's what came out: hold endpoint cont[1], Clk Latency, worst-skew pair 0.28 ns, total setup buffers inserted after CTS 0, # rows 34, Hold Violations, Final 0, Fill cells 961, Final ANT Viol Nets 0, largest net degree at the start of global routing 31, Layout area overhead 14.2%, Setup TNS Final 0 ns, Avg Inst Size Synth 8.44 µm², die area 0.0130 mm², Max Fclk 448 MHz, Mapped Cells 179, EDFF count, synth 0, total gr overflow 0, Buffers on Ports 8, cell area after layout 0.00173 mm², status completed, Reg2Reg Launch Point cont[0], CTS resizes 0, WP buf/inv 0, max-cap violations 0, LEAKAGE 0.477 nW, pre-CTS setup slack 1.91 ns, Core Footprint 0.00868 mm², Yosys warning count 1, crit path kind reg2reg, routability cong. 0.803, Min-Delay Path Class reg2reg, total wire length 2820 µm, Initial DRC Count 91, Die Span Y 114 µm, OpenROAD warnings 25, initial antenna violation count 0, CTS buffer count 5, wire per inst 9.83 µm, first-pass GRT wire length 4910 µm, critical path required time 4.31 ns, vias in the first global route 1,124, router iterations before antenna repair 4, fin. max-slew vios 0, CTS root buf clkbuf_8, # hold bufs at CTS 0, final worst slack 1.87 ns, fin crit share 54.4%, yosys stat area 0.00151 mm², Ports 9, R2R cell count 5, crit path cell chain ha_1 > nand4_2 > or4_4 > or4_1 > a21oi_1, PD cells 333 mW/mm², Max Root-Sink Buffers 2, Placed Area 0.00164 mm², Avg Vias per Cell 4.17, CP Capture Type register, crit-path leading delay family simple AND/OR/NAND/NOR gates, clock-pin slew of the registers on the worst-case setup and hold paths 0.06 ns, hold wc startpoint rstn, DRC 0, FF/Latch Area 641 µm², maximum vdd drop 108 µV, logic area 751 µm², HPWL after detailed placement 1840 µm, Sink Count 32, layout cells sized above 1 5.59%, sequential share of the synthesized area 42.4%, cells in synth_stat.txt 179, diode count 0, final setup vio count 0, Max-area cell share 42.4%, Synth cell types 30, Critical Path AT 2.44 ns, ys async rst share 0%, slowest stage delay, CP 0.67 ns, Startpoint Class register, die x size 114 µm, top cells by area, synth dfxtp_1 42%, xnor2_1 5.8%, a21oi_1 5.3%, CTS tree done, Synth flops 32, worst hold path cell count 1, slowest CP cell or4_4, Setup Skew 0.00576 ns, RSZ-0062 raised after global routing false, Tot GR Track Use 4.37%, r2r setup slk 1.87 ns, critical-path maximum fanout 15, Core Util at FP 17.4%, Reg2Reg Capture Point cont[28], Commonest flop dfxtp_1, final worst path period need 2.23 ns, synthesized area 0.00151 mm², cell taking the most area after synthesis dfxtp_1, H-tree Lvls 2, vias 1,196
cell families after synthesis:
| logic type | share of synthesized area [%] |
|---|---|
| flip-flops | 42.4 |
| AND/OR/NAND/NOR | 28.8 |
| other | 0.248 |
| adder cells (fa/ha/maj) | 0.828 |
| buffers and inverters | 7.95 |
| XOR/XNOR | 7.53 |
| AND-OR/OR-AND | 12.3 |
metal layers:
layer | global-route usage [%] | part of all wire [%]
met3 | 1.70 | 6.3
met5 | 0 | 0
met4 | 0.668 | 0
met1 | 5.84 | 52
met2 | 6.68 | 42
cell type report:
cell class / instances / area share [%]
clock buffer: 8 / 5.22
inverter: 6 / 1.30
multi-input combinational: 124 / 43.5
sequential: 32 / 37.1
tap: 108 / 7.83
timing repair buffer: 9 / 5.07
synth_stat cells, types with 3 or more instances:
| cell | instances |
|---|---|
| dfxtp_1 | 32 |
| or4_1 | 7 |
| nand2_1 | 9 |
| a21oi_1 | 16 |
| o31ai_1 | 7 |
| inv_1 | 6 |
| nand3_1 | 12 |
| nor2_1 | 15 |
| nand4_1 | 6 |
| buf_4 | 8 |
| clkbuf_1 | 6 |
| nor3_1 | 5 |
| xor2_1 | 3 |
| o21ai_0 | 7 |
| or3_1 | 10 |
| xnor2_1 | 10 |
where the power goes:
part           leakage, nW  switching, mW  internal (mW)
clock network       0.0455          0.110          0.137
registers            0.259        0.00344          0.314
logic                0.173        0.00684        0.00312
state kept, by name, indices dropped and copies added, names as in the netlist:
signal / count
rstn: 1
cont: 31
worst max path at each step:
stage,from,to,slack [ns],cells past startpoint
CTS,cont[0],cont[28],1.88,5
global route,cont[0],cont[28],1.69,5
finish,cont[0],cont[28],1.87,5
cell usage in the layout (no fill, tap or decap), drive strengths merged, types with 2 or more instances in the layout:
cell and instances:
nand3 12, dfxtp 32, nand2 9, nor2 15
o41ai 2, or4 8, nand4 7, xnor2 10
nor4 2, and3 2, or4b 2, a21oi 16
o21ai 7, or3 10, inv 6, xor2 3
o31ai 7, clkdlybuf4s50 8, clkbuf 8, nor3 5
and4 2
through the flow:
step                instances  power, mW  utilization (%)  hold slack, ns
finish                    287      0.575             19.9           0.458
global route              287      0.596             19.9           0.473
CTS                       287      0.582             19.9           0.461
detailed placement        279      0.334             18.9           0.446
global placement          279      0.334             18.9           0.434
floorplan                 179      0.332                -           0.430
No activity file was given, so power comes from the tool's default toggle rates.
