--- flow/design.v ---
module top(						 
	CLK,
	BUT1,
	BUT2,
	LED1,
	LED2
);
input			CLK;				 
input			BUT1;				 
input			BUT2;				 
output			LED1;				 
output			LED2;				 
reg			BUT1_r;				 
reg			BUT2_r;				 
reg			LED1_m0_r;			 
reg			LED2_m0_r;			 
reg			LED1_m1_r;			 
reg			LED2_m1_r;			 
reg		[14:0]	cntr;				 
reg		[14:0]	rst_cnt=0;			 
reg			mode=1;				 
reg		[11:0]	clk_div;			 
wire			clk_24KHz;			 
wire			reset;				 
assign reset = rst_cnt[14];				 
assign LED1 = mode ? LED1_m1_r : LED1_m0_r;		 
assign LED2 = mode ? LED2_m1_r : LED2_m0_r;		 
assign clk_24KHz = clk_div[11];				 
always @ (posedge CLK) begin				 
	clk_div <= clk_div + 12'b1;
end
always @ (posedge clk_24KHz) begin			 
	BUT1_r <= BUT1;					 
	BUT2_r <= BUT2;					 
	cntr <= cntr + 15'd1;				 
	if(reset == 1'b0) begin				 
		rst_cnt <= rst_cnt + 15'd1;		 
	end
	if(BUT1_r == 1'b0 && BUT2_r == 1'b0 && reset == 1'b1) begin	 
		mode <= mode ^ 1'b1;					 
		rst_cnt <= 15'd0;					 
	end
	LED1_m0_r <= ~BUT1_r;				 
	LED2_m0_r <= ~BUT2_r;				 
	if(cntr == 15'd12207) begin			 
		LED1_m1_r <=  1'b0;			 
		LED2_m1_r <=  1'b1;			 
	end
	if(cntr > 15'd24414) begin			 
		cntr <= 15'd0;				 
		LED1_m1_r <=  1'b1;			 
		LED2_m1_r <=  1'b0;			 
	end
end
endmodule
--- flow/run.sh ---
#!/bin/bash
# OpenROAD 26Q1-2900-gdf79404cd8, Yosys 0.63+post, stock flow scripts
make -C /OpenROAD-flow-scripts/flow DESIGN_CONFIG=/design/flow/config.mk WORK_HOME=/design/flow/orfs finish
--- flow/config.mk ---
export PLATFORM = sky130hd
export DESIGN_NAME = top
export DESIGN_NICKNAME = top
export VERILOG_FILES = /design/flow/design.v
export SDC_FILE = /design/flow/constraint.sdc
export NUM_CORES = 4
export LEC_CHECK = 1
export CORE_UTILIZATION = 40
--- flow/constraint.sdc ---
current_design top

set clk_period 2.9
set clk_io_pct 0.2

create_clock -name clk0 -period $clk_period [get_ports {CLK}]

set non_clock_inputs [all_inputs -no_clocks]
set_input_delay [expr $clk_period * $clk_io_pct] -clock clk0 $non_clock_inputs
set_output_delay [expr $clk_period * $clk_io_pct] -clock clk0 [all_outputs]
==> results.toml <==
# generated from flow reports
[final_layout]
drive_above_1_share_pct = 4.59
final_area_sq_um = 2150
fin_util_pct = 45.3
top_regs = "cntr (15), rst_cnt (15), clk_div (12)"
area_delta_synth_final_pct = 7.96

[drt]
antenna_left = 0
dr.pass1.iters = 4
antennaDiodeCount = 0
drt_wl_total_um = 2920
avgRoutedWirePerCell_um = 10.3
vias = 1343
drcViolationCount = 0
routed_via_density = 4.71
drt_iter0_markers = 73

[setup_path]
critPathMaxFanout = 5
start_kind = "flop"
endpoint_kind = "flop"
cp.required_ns = 3.03
arrival_ns = 1.33
crit_type = "flop to flop"

[timing]
fin_crit_ns = 1.21
unclocked_pins = 37
slew_violations = 0
grt_setup_unrepaired = "false"
final.setup.worst_slack_ns = 1.69
fin_skew_ns = 0.00142
untimed_endpoints = 40
setup_violations = 0
slew_headroom_pct = 56.0
hold_violations = 0
finalCritPeriodShare_pct = 41.6
setup_tns_ns = 0
clock.fmax_ghz = 0.830
fin_hold_ws_ns = 0.417
tightest_slew_ns = 0.659

[global_route]
grt_pass1_vias = 1170
grt_pass1_wl_um = 5200
overflow = 0
grtUsageTotal_pct = 12.3
antenna_found_initial = 0
grt_start_max_net_pins = 38

[placement]
place_ws_ns = 1.69
dpl-instance-area_sq_um = 2100
port_buffers = 4
dpl.hpwl_um = 2110
gp_congestion = 0.837

[logic_synthesis]
top_cell = "dfxtp_1"
async_flop_share_pct = 0
edf_count = 1
compound_area_share_pct = 3.32
fa_ha_area_share_pct = 2.51
ys_seq_share_pct = 49.7
ys.flop_type = "dfxtp_1"
ys_ff = 49
yosys-mux-area-fraction_pct = 1.63
xor_share_pct = 14.5
synthTopCellsByArea = "dfxtp_1, xnor2_1, nor2_1"
logic_family = "simple AND/OR/NAND/NOR gates"
yosysCellCount = 213
ys_sh_simple_pct = 24.6
yosysUniqueCellTypes = 30
common_cells = "dfxtp_1, nor2_1, xnor2_1"
syn_area_per_cell_sq_um = 9.37
synth-area-yosys_sq_um = 2000
top_area_share_pct = 48.2
synth_cells = 213
yosysWarnings = 1
synth_area_sq_um = 2000
netlist.top_cell.by_area = "dfxtp_1"

[clocking]
cts_made_buffers = 3
ctsResizeCount = 0
tritoncts = "yes"
path_clk_slew_ns = 0.05
post_cts_buffers = 0
h-tree-depth = 1
cts_hold_buf = 0
clock_latency_ns = 0.23
cts_root_buffer = "clkbuf_8"
clock_path_buffers = 2

[power]
power_switching_w = 0.0000548
vdd_drop_max_v = 0.000437
power-per-cell-area_nw_per_um2 = 159
combPwrFrac_pct = 0.8
p_clk_share_pct = 50.9
swShare_pct = 16.0
p_leak_nw = 0.769
seq_power_share_pct = 48.4
p_int_w = 0.000287

[hold_path]
min_path_type = "flop to flop"

[die]
core_util_floorplan_pct = 42.0
fp-row-count = 25
ios = 5
core_region_area_sq_um = 4750
design.die.area_sq_um = 5280
die_width_um = 72.6
die_y_um = 72.6

[run_status]
status = "complete, no violations"

[run]
warnings = 26
maxCapViolations = 0
-- metal layers --
| layer | global-route usage, % | wire (um) | vias up |
|---|---|---|---|
| met5 | 0 | 0 | - |
| met4 | 0.436 | 0 | 0 |
| met3 | 1.40 | 93 | 0 |
| met2 | 18.7 | 1220 | 20 |
| met1 | 20.5 | 1620 | 592 |
| li1 | - | - | 731 |
-- per-stage QoR --
step / power (W) / cells
finish: 0.000342 / 285
global route: 0.000355 / 285
CTS: 0.000346 / 285
detailed placement: 0.000171 / 281
global placement: 0.000171 / 281
floorplan: 0.000169 / 213
-- final timing paths --
kind              depth (start not counted)        from  slack (ns)           to
setup / recovery                          4  clk_div[0]        1.69  clk_div[10]
hold / removal                            1  clk_div[0]        0.42   clk_div[0]
setup reg to reg                          4  clk_div[0]        1.69  clk_div[10]
hold reg to reg                           1  clk_div[0]        0.42   clk_div[0]
-- critical path, cell delays in order, from the launching register on --
cell and delay, ns:
dfxtp_1 0.33, ha_1 0.24, and3_1 0.20, and3_1 0.19, xor2_1 0.13
-- kinds of logic (layout without fill, tap and decap cells) --
group                      after synthesis  count (layout)
DFF                                     49              49
xor gates and xnor gates                33              33
adders and majority gates                4               4
and+or+nand+nor                         98              98
AOI/OAI and AO/OA                       10              10
buffers and inverters                   16              21
muxes                                    3               3
-- cell type report --
class / instances / area [sq um]
fill: 452 / 2600
sequential: 49 / 991
multi-input combinational: 148 / 928
tap: 67 / 83.8
clock buffer: 4 / 55.1
timing repair buffer: 6 / 55.1
inverter: 11 / 41.3
-- power by group through the flow --
stage                 combinational, W  clock [W]  sequential [W]
final                       0.00000257   0.000174        0.000165
after global routing        0.00000262   0.000187        0.000165
after CTS                   0.00000260   0.000179        0.000165
-- cell usage in the layout, fill, tap and decap left out --
master	netlist	final
dfxtp_1	48	48
nor2_1	33	33
xnor2_1	25	25
nand3_1	14	14
inv_1	11	11
nand2_1	10	10
nor3_1	10	10
xor2_1	8	8
and3_1	7	7
nand4_1	7	7
nor4_1	7	7
or3_1	4	4
ha_1	4	4
clkbuf_8	0	4
clkdlybuf4s50_1	0	4
o21ai_0	3	3
a21oi_1	3	3
mux2_2	2	2
nand4b_1	2	2
buf_4	0	2
a211o_1	1	1
or4b_1	1	1
nor4_2	1	1
o31ai_1	1	1
a211oi_2	1	1
nand2b_1	1	1
nor2b_1	1	1
mux2i_1	1	1
o21bai_1	1	1
edfxtp_1	1	1
Power figures rest on the tool's default switching activity, not on a simulated workload.
