File: run.sh
#!/bin/bash
# OpenROAD 26Q1-2900-gdf79404cd8, Yosys 0.63+post, stock flow scripts
make -C /OpenROAD-flow-scripts/flow DESIGN_CONFIG=/design/flow/config.mk WORK_HOME=/design/flow/orfs finish
File: config.mk
export PLATFORM = sky130hd
export DESIGN_NAME = sm_st35_mo3
export DESIGN_NICKNAME = sm_st35_mo3
export VERILOG_FILES = /design/flow/design.v
export SDC_FILE = /design/flow/constraint.sdc
export NUM_CORES = 4
export LEC_CHECK = 1
export CORE_AREA = 10 10 101 101
export DIE_AREA = 0 0 111 111
File: constraint.sdc
current_design sm_st35_mo3

set clk_period 2.2
set clk_io_pct 0.2

create_clock -name clk0 -period $clk_period [get_ports {CLK}]

set non_clock_inputs [all_inputs -no_clocks]
set_input_delay [expr $clk_period * $clk_io_pct] -clock clk0 $non_clock_inputs
set_output_delay [expr $clk_period * $clk_io_pct] -clock clk0 [all_outputs]
File: design.v
module counter2b(
	input  wire clk,			 
	input  wire rstn,			 
	output wire [1:0]cnt		 
);
reg [1:0] cnt_r;
assign cnt = cnt_r[1:0];
always @(posedge clk)
begin
	if (!rstn)
		cnt_r <= 0;
	else
		cnt_r <= cnt_r + 2'b01;
end
endmodule	 
module decoder2_4(
	input  wire  [1:0]CNT,		 
	output wire  B2,			 
	output wire  B1,			 
	output wire  A2,			 
	output wire  A1				 
);
reg b2_r;
reg b1_r;
reg a2_r;
reg a1_r;
assign B2 = b2_r;
assign B1 = b1_r;
assign A2 = a2_r;
assign A1 = a1_r;
always @(CNT)
begin
	b2_r <= CNT==2 || CNT==3;
	b1_r <= CNT==0 || CNT==3;
	a2_r <= CNT==0 || CNT==1;
	a1_r <= CNT==1 || CNT==2;
end
endmodule	 
module sm_st35_mo3(CLK, BUT1, LED1, LED2, B2, B1, A2, A1);
input  wire  CLK;
input  wire  BUT1;			 
output reg   LED1;			 
output reg   LED2;			 
output wire  B2;			 
output wire  B1;			 
output wire  A2;			 
output wire  A1;			 
reg  BUT1_r;					 
reg  [11:0]presc1;				 
reg   [8:0]presc2;				 
reg   [13:0]rst_cnt = 0;		 
reg   mode = 0;					 
wire  clk1;						 
wire  clk2;						 
wire  reset;					 
reg  rstn = 0;
reg  [1:0]cnt_r;
wire [1:0]cnt;
wire [1:0]cnt_t;
assign clk1  = presc1[11];						 
assign clk2  = presc2[8];						 
assign reset = rst_cnt[13];						 
assign cnt_t = mode ? ~cnt : cnt;		 
always @ (posedge CLK)							 
begin
	presc1 <= presc1 + 12'b1;
end
always @ (posedge clk1)							 
begin
	presc2 <= presc2 + 9'b1;
	BUT1_r  <= BUT1;							 
	if(reset == 1'b0) begin						 
		rst_cnt <= rst_cnt + 14'b1;				 
	end
	if(BUT1_r == 1'b0 && reset == 1'b1) begin	 
		mode <= mode ^ 1'b1;					 
		rst_cnt <= 14'b0;						 
	end
end
always @(posedge clk2)
begin
	rstn <= 1;
	LED1 <= mode;
end
counter2b cnt2b_inst0(
	.clk (clk2),
	.cnt (cnt),
	.rstn (rstn)
);
decoder2_4 cdec2_4_inst0(
	.CNT (cnt_t),
	.B2 (B2),
	.B1 (B1),
	.A2 (A2),
	.A1 (A1)
);
endmodule
==> reports/metrics.yaml <==
cts:
  tritoncts_buffers: 3
  cts_hold_buffers: 0
  post_cts_resize_count: 0
  clk_latency_ns: 0.23
  clock_tree.htree_level_count: 1
  cts_tree: "done"
  cts-root-buf: "sky130_fd_sc_hd__clkbuf_8"
  clock_path_buffers: 2
  clk_transition_reported_paths_ns: 0.05
  post-cts-setup-buffer-count: 0
drt:
  drcViolationCount: 0
  drt-wirelength-per-cell_um: 7.762
  detail_route.vias_per_cell: 3.740
  num_antenna_cells: 0
  wirelength_um: 2088
  antenna_left: 0
  dr_iter_0_viols: 18
  drtPass1Iterations: 3
  vias: 1006
min_path:
  worstHoldEndpoint: "presc1[0]"
  holdCritStartpoint: "presc1[0]"
  min_path_cells: 1
  hold_class: "reg -> reg"
final_layout:
  utilization_pct: 22.10
  area_delta_synth_final_pct: 13.96
  final_cell_area_um2: 1798
  layout-drive-gt1-share_pct: 3.049
die:
  core_area_um2: 8134
  die_y_um: 111
  fp-utilization_pct: 19.40
  fp.dieW_um: 111
  pin_count: 8
  core.rowCount: 33
  die_area_um2: 12320
run:
  maxCapViolCount: 0
  tool_warnings: 25
yosys:
  synth_flop_count: 41
  syn-cell-area_um2: 1578
  yosys.cell_types.count: 30
  xor_xnor_share_pct: 12.21
  synth.cells.most_frequent: "sky130_fd_sc_hd__dfxtp_1 (40), sky130_fd_sc_hd__nand3_1 (19), sky130_fd_sc_hd__xor2_1 (13)"
  synth.yosys.warnings: 4
  postSynth.topFlopCell: "sky130_fd_sc_hd__dfxtp_1"
  area_leaders: "sky130_fd_sc_hd__dfxtp_1 (51%), sky130_fd_sc_hd__xor2_1 (7.2%), sky130_fd_sc_hd__nand3_1 (6.0%), sky130_fd_sc_hd__xnor2_1 (5.0%), sky130_fd_sc_hd__ha_1 (2.4%)"
  synth.yosys.seq_area_share_pct: 52.66
  async_flop_share_pct: 0
  synthesized_instance_count: 158
  synth.mux.area_fraction_pct: 1.903
  edf_count: 1
  yosys-stat-cells: 158
  syn-mean-instance-area_um2: 9.986
  ys_sh_adder_pct: 2.379
  yosys.stat.chipArea_um2: 1578
  synth-simple-area-share_pct: 20.46
  top_cell: "sky130_fd_sc_hd__dfxtp_1"
  yosys-dominant-comb-family: "simple AND/OR/NAND/NOR gates"
  top_area_share_pct: 50.75
  synthAoiAreaFrac_pct: 6.503
  top_area_cell: "sky130_fd_sc_hd__dfxtp_1"
grt:
  grt.overflow.total: 0
  grt_first_pass_wirelength_um: 3953
  grt_antenna_before_repair: 0
  number_of_global_route_vias_before_repair: 911
  grt_use_total_pct: 3.458
  grt_start_max_net_pins: 26
placement:
  post-dp-hpwl_um: 1572
  dpl_worst_slack_ns: 1.011
  placement.io_buffers: 6
  gp_congestion: 0.7699
  postPlaceCellArea_um2: 1757
final_timing:
  holdWs_ns: 0.4209
  final-setup-viol-count: 0
  finalHoldViolCount: 0
  drv_slew: 0
  setup_slack_ns: 1.007
  rsz0062_at_grt: "false"
  timing.setup.tns_ns: 0
  timing.final.crit_share_pct: 54.23
  unconstrained_endpoints: 34
  fmax_ghz: 0.8382
  finalWorstPathRequiredPeriod_ns: 1.193
  finalClockSkew_ns: 0.0005648
  unclocked_regs: 29
worst_setup_path:
  crit_required_ns: 2.36
  timing.critical_path.to_type: "register"
  worst-endpoint-arrival_ns: 1.36
  timing.critical_path.fanout_max: 5
  timing.reg2reg.worst_path_depth: 3
  worst_reg2reg_startpoint: "presc1[2]"
  critical_path.startpoint_type: "register"
  worst-r2r-setup-slack_ns: 1.01
  timing_worst_setup_path_type: "reg -> reg"
  critical_path.reg2reg.endpoint: "presc1[11]"
status:
  outcome: "complete, no violations"
power_and_ir_drop:
  cellPowerDensity_nw_per_um2: 225.5
  ir_drop_mv: 0.5581
  power.leakage_nw: 0.6762
## flip-flops by register name (all words and copies together), names as in the netlist
| signal | flops |
|---|---|
| rst_cnt | 14 |
| presc1 | 12 |
| presc2 | 9 |
| cnt2b_inst0.cnt_r | 2 |
| BUT1_r | 1 |
| LED1 | 1 |
| mode | 1 |
| rstn | 1 |
## worst max-delay path by stage
stage | from | endpoint | slack (ns) | cells after the start
CTS | presc1[2] | presc1[11] | 1.01 | 3
finish | presc1[2] | presc1[11] | 1.01 | 3
global route | presc1[2] | presc1[11] | 0.89 | 3
## through the flow
step | power [mW] | instances
floorplan | 0.2237 | 158
global placement | 0.2243 | 266
detailed placement | 0.2243 | 266
CTS | 0.4125 | 269
global route | 0.4307 | 269
finish | 0.4054 | 269
## layer usage
layer	share of wire [%]	track usage, %	wire [um]
met2	42	5.346	877
met4	0	0.08681	0
met1	54	5.051	1128
met3	3.9	0.8210	82
met5	0	0	0
## worst max-delay path, stage by stage (launching register included)
cell and delay (ns):
sky130_fd_sc_hd__dfxtp_1 0.39, sky130_fd_sc_hd__nand4_1 0.21, sky130_fd_sc_hd__nor4_1 0.36, sky130_fd_sc_hd__xor2_1 0.16
## cell usage in the layout (no fill, tap or decap), types with 4 or more instances in the layout
master                            instances
sky130_fd_sc_hd__o21ai_0                  5
sky130_fd_sc_hd__xnor2_1                  9
sky130_fd_sc_hd__nand2_1                  8
sky130_fd_sc_hd__dfxtp_1                 40
sky130_fd_sc_hd__inv_1                    9
sky130_fd_sc_hd__nor2_1                   5
sky130_fd_sc_hd__clkdlybuf4s50_1          6
sky130_fd_sc_hd__o31ai_1                  4
sky130_fd_sc_hd__nand2b_1                 5
sky130_fd_sc_hd__nor4_1                   5
sky130_fd_sc_hd__nand4_1                  5
sky130_fd_sc_hd__nand3_1                 19
sky130_fd_sc_hd__xor2_1                  13
## area by class of cell
type / instances / area [um^2]
clock buffer: 3 / 41.29
fill: 866 / 6336
inverter: 9 / 33.78
multi-input combinational: 104 / 693.2
sequential: 41 / 830.8
tap: 105 / 131.4
timing repair buffer: 7 / 67.56
## where the power goes
part | switching, mW | internal (mW) | leakage [nW] | total (mW)
sequential | 0 | 0.218 | 0.337 | 0.218
clock | 0.0659 | 0.119 | 0.0216 | 0.185
combinational | 0.000362 | 0.00151 | 0.318 | 0.00187
total | 0.0663 | 0.339 | 0.676 | 0.405
## cells by family (layout without fill, tap and decap cells)
logic type                 count (synthesis)  after routing
adders and majority gates                  3              3
AOI/OAI and AO/OA                         16             16
other                                      2              2
DFF                                       41             41
muxes                                      3              3
buffers and inverters                     13             19
xor gates and xnor gates                  22             22
and+or+nand+nor                           58             58
No activity file was given, so power comes from the tool's default toggle rates.
